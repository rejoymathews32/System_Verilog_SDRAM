--- flow/run.sh ---
#!/bin/bash
# OpenROAD 26Q1-2900-gdf79404cd8, Yosys 0.63+post, stock flow scripts
make -C /OpenROAD-flow-scripts/flow DESIGN_CONFIG=/design/flow/config.mk WORK_HOME=/design/flow/orfs finish
--- flow/constraint.sdc ---
current_design SDRAM_controller_verilog

set clk_period 4.4
set clk_io_pct 0.2

create_clock -name clk0 -period $clk_period [get_ports {clk_200MHz_i}]

set non_clock_inputs [all_inputs -no_clocks]
set_input_delay [expr $clk_period * $clk_io_pct] -clock clk0 $non_clock_inputs
set_output_delay [expr $clk_period * $clk_io_pct] -clock clk0 [all_outputs]
--- flow/config.mk ---
export PLATFORM = sky130hd
export DESIGN_NAME = SDRAM_controller_verilog
export DESIGN_NICKNAME = SDRAM_controller_verilog
export VERILOG_FILES = /design/flow/design.v
export SDC_FILE = /design/flow/constraint.sdc
export NUM_CORES = 4
export LEC_CHECK = 1
export CORE_UTILIZATION = 50
--- flow/design.v ---
module SDRAM_controller_verilog(
input logic clk_200MHz_i,    
input logic reset_i,		  
input logic refresh_i,	  
input logic rw_i,			  
input logic we_i,			  
input logic [24:0] addr_i,  
input logic [15:0] data_i,  
input logic ub_i,			  
input logic lb_i,			  
output logic ready_o,		  
output logic done_o,		  
output logic [15:0] data_o,		  
output logic sdCke_o,		  
output logic sdCe_bo, 	  
output logic sdRas_bo,	  
output logic sdCas_bo,	  
output logic sdWe_bo,		  
output logic [1:0] sdBs_o,  
output logic [12:0] sdAddr_o,  
inout logic [15:0] sdData_io,  
output logic sdDqmu_o,		  
output logic sdDqml_o		  
);
typedef enum {ST_INIT_WAIT, ST_INIT_PRECHARGE, ST_INIT_REFRESH1, ST_INIT_MODE, ST_INIT_REFRESH2, ST_IDLE, ST_REFRESH, ST_ACTIVATE, ST_RCD, ST_RW, ST_RAS1, ST_RAS2, ST_PRECHARGE,ST_STALL} fsm_state_type;
fsm_state_type state_r = ST_INIT_WAIT;
fsm_state_type state_x = ST_INIT_WAIT;
parameter [12:0] MODE_REG = 13'b000001000100000;
typedef logic [3:0] cmd_type;
parameter cmd_type CMD_ACTIVATE  = 4'b0011;    
parameter cmd_type CMD_PRECHARGE = 4'b0010;	   
parameter cmd_type CMD_WRITE     = 4'b0100;	   
parameter cmd_type CMD_READ      = 4'b0101;	   
parameter cmd_type CMD_MODE      = 4'b0000;	   
parameter cmd_type CMD_NOP       = 4'b0111;	   
parameter cmd_type CMD_REFRESH   = 4'b0001;    
cmd_type cmd_r, cmd_x;
logic [1:0] bank_s;
logic [12:0] row_s;
logic [9:0] col_s;
logic [12:0] addr_r;
logic [12:0] addr_x;
logic [15:0] sd_dout_r;
logic [15:0] sd_dout_x;
logic sd_busdir_r;
logic sd_busdir_x;
logic [11:0] timer_r = 0, timer_x = 0;
logic [3:0] refcnt_r = 0, refcnt_x = 0;
logic [1:0] bank_r, bank_x;
logic cke_r, cke_x;
logic sd_dqmu_r, sd_dqmu_x;
logic sd_dqml_r, sd_dqml_x;
logic ready_r, ready_x;
logic [15:0] buf_dout_r, buf_dout_x;
assign {sdCe_bo, sdRas_bo, sdCas_bo, sdWe_bo} = cmd_r;
assign sdCke_o = cke_r;       
assign sdBs_o = bank_r;      
assign sdAddr_o = addr_r;      
assign sdData_io = sd_busdir_r ? sd_dout_r : 16'bZZZZZZZZZZZZZZZZ;  
assign sdDqmu_o = sd_dqmu_r;   
assign sdDqml_o = sd_dqml_r;   
assign ready_o = ready_r;
assign data_o = buf_dout_r;
assign bank_s = addr_i[24:23];
assign row_s = addr_i[22:10];
assign col_s = addr_i[9:0];
always @(state_r, timer_r, refcnt_r, cke_r, addr_r, sd_dout_r, sd_busdir_r, sd_dqmu_r, sd_dqml_r, ready_r,
   bank_s, row_s, col_s,
   rw_i, refresh_i, addr_i, data_i, we_i, ub_i, lb_i,
   buf_dout_r, sdData_io) begin
	  state_x     <= state_r;        
      timer_x     <= timer_r;        
      refcnt_x    <= refcnt_r;       
      cke_x       <= cke_r;          
      cmd_x       <= CMD_NOP;        
      bank_x      <= bank_r;         
      addr_x      <= addr_r;         
      sd_dout_x   <= sd_dout_r;      
      sd_busdir_x <= sd_busdir_r;    
      sd_dqmu_x   <= sd_dqmu_r;
      sd_dqml_x   <= sd_dqml_r;
      buf_dout_x  <= buf_dout_r;     
      ready_x     <= ready_r;        
      done_o      <= 1'b0;            
      if(timer_r != 0) begin
      	timer_x <= timer_r - 1;
      end
      else begin
      	cke_x       <= 1'b1;
        bank_x      <= bank_s;
        addr_x      <= {3'b000,col_s};    
        sd_dqmu_x   <= 1'b0;
        sd_dqml_x   <= 1'b0;
        case (state_r)
        	ST_INIT_WAIT:
        		begin
	            	state_x <= ST_INIT_PRECHARGE;
			        timer_x <= 2;               
	           		sd_dqmu_x <= 1'b1;
	            	sd_dqml_x <= 1'b1;   			
        		end
            ST_INIT_PRECHARGE:
 			begin
	            state_x <= ST_INIT_REFRESH1;
	            refcnt_x <= 2;              
	            cmd_x <= CMD_PRECHARGE;
	            timer_x <= 3;               
	            bank_x <= 2'b00;
	            addr_x[10] <= 1'b1;          
	        end
	        ST_INIT_REFRESH1:
	 		begin
	            if (refcnt_r == 0) begin
	               state_x <= ST_INIT_MODE;
	            end
	            else begin
	               refcnt_x <= refcnt_r - 1;
	               cmd_x <= CMD_REFRESH;
	               timer_x <= 11;            
	            end
	        end
        	ST_INIT_MODE:
        	begin
	            state_x <= ST_INIT_REFRESH2;
	          refcnt_x <= 2;              
	            bank_x <= 0;
	            addr_x <= MODE_REG;
	            cmd_x <= CMD_MODE;
	            timer_x <= 2;               
            end
	        ST_INIT_REFRESH2:
	 		begin
	            if (refcnt_r == 0) begin
	               state_x <= ST_IDLE;
	               ready_x <= 1'b1;
	            end
	            else begin
	               refcnt_x <= refcnt_r - 1;
	               cmd_x <= CMD_REFRESH;
	               timer_x <= 11;            
	            end
	        end
	        ST_IDLE:
	        begin
	            if (rw_i == 1) begin
	               state_x <= ST_ACTIVATE;
	               cmd_x <= CMD_ACTIVATE;
	               addr_x <= row_s;         
	            end
	            else if (refresh_i == 1) begin
	               state_x <= ST_REFRESH;
	               cmd_x <= CMD_REFRESH;
	               timer_x <= 11;           
	            end
	        end
            ST_REFRESH:
 			begin
            	state_x <= ST_IDLE;
            	done_o <= 1;
            end
            ST_ACTIVATE:
            begin
	            state_x <= ST_STALL;
	            sd_dout_x <= data_i;        
            end
            ST_STALL:        
            begin
	            state_x <= ST_RCD;
            end
            ST_RCD:
            begin
                state_x <= ST_RW;
	            if (we_i == 0) begin
	               cmd_x <= CMD_WRITE;
	               sd_busdir_x <= 1;      
	               sd_dqmu_x <= ub_i;
	               sd_dqml_x <= lb_i;
	            end
	            else begin
	               cmd_x <= CMD_READ;
	            end
            end
         	ST_RW:
         	begin
            	state_x <= ST_RAS1;
            	sd_busdir_x <= 0;
           	end
	 		ST_RAS1:
	 		begin
 	           state_x <= ST_RAS2;
            timer_x <= 2;
            end
            ST_RAS2:
            begin
	            state_x <= ST_PRECHARGE;
	            cmd_x <= CMD_PRECHARGE;
	            addr_x[10] <= 1;          
	            buf_dout_x <= sdData_io;
	        end
        	ST_PRECHARGE:
        	begin
            	state_x <= ST_IDLE;
            	done_o <= 1;              
            	timer_x <= 1;               
 			end
        endcase
    end
end
always @(posedge clk_200MHz_i) begin 
    if(reset_i == 1) begin
        state_r  <= ST_INIT_WAIT;
        timer_r  <= 0;
        cmd_r    <= CMD_NOP;
        cke_r    <= 0;
        ready_r  <= 0;
    end
    else begin
        state_r     <= state_x;
        timer_r     <= timer_x;
        refcnt_r    <= refcnt_x;
        cke_r       <= cke_x;          
        cmd_r       <= cmd_x;          
        bank_r      <= bank_x;         
        addr_r      <= addr_x;         
        sd_dout_r   <= sd_dout_x;      
        sd_busdir_r <= sd_busdir_x;    
        sd_dqmu_r   <= sd_dqmu_x;      
        sd_dqml_r   <= sd_dqml_x;      
        ready_r     <= ready_x;
        buf_dout_r  <= buf_dout_x;   
    end
end
endmodule
==> run notes <==
flow finished, numbers: status=finished, final reports clean, post-synthesis cell count=266, Cell area leaders=edfxtp_1 51%, dfxtp_1 13%, nor2_1 2.9%, maxcap violations=0, Worst slew margin=0.491, type of destination of the critical path=primary output, Yosys top cell area share=0.510, core area=between 0.005 and 0.006 mm², Hold Path Class=flip-flop to flip-flop, CP Launch Point=timer_r[0], Layout Cell Area excl Fill=0.00423 mm², floorplan utilization=0.524, setup TNS=0 ns, clk ins delay skew pair=~0.34 ns, critical path class=flip-flop to primary output, RR Startpoint=timer_r[0], via count=roughly 2300, Synth Seq Share=0.645, Total Power=1.82 mW, post-CTS setup buffer count=0, area grow syn2layout=35.5%, fill count=~430, Switch Pwr=about 0.54 mW, Non-Filler Instances=about 430, initial antenna violation count=0, flip-flops with a built-in enable=between 50 and 60, CTS root buf=clkbuf_8, Unique cell types=roughly 47, cell count listed in synth_stat.txt=between 200 and 300, Wirelength per Cell=15.2 µm, top cell type by total area after synthesis=edfxtp_1, FF+latch area=a little over 0.002 mm², DRC errors left=0, power per cell area=about 430 mW/mm², first-pass GRT wire length=slightly above 10000 µm, H-tree depth=3, crit-path max FO=13, asr flop ratio synth=0, most numerous logic cells after layout=86 x clkdlybuf4s50_1, 53 x edfxtp_1, 24 x nor2_1, CP Capture Point=done_o, Worst Tran Pin Value=about 0.76 ns, clk buf depth=2, vias in the first global route=around 2100, DIE AREA=between 0.006 and 0.007 mm², share of cells above drive strength 1=0.0812, DP HPWL=4530 µm, Total Wirelength=around 6600 µm, CP required=3.52 ns, Net Sw Frac=0.294, reg2reg end=sdData_io[0], #FFs+latches synth=74, Tmin final=around 3.7 ns, # resized after CTS=0, Commonest flop=edfxtp_1, Int Power=1.29 mW, Post-Syn Area=between 0.003 and 0.004 mm², Hold WS=0.437 ns, r2r setup slk=1.26 ns, pre-CTS setup slack=1.16 ns, crit share post-route=0.830, total clock sinks=74, Top cell excl fill/tap=clkdlybuf4s50_1, placed cell areas=approximately 0.004 mm², Ports=between 100 and 150, Comb gate area=roughly 0.001 mm², buffers added on ports=roughly 86, Hold-fix buffers, CTS=0, Initial DRC Count=between 80 and 90, clock share of power=0.248, RePlAce Congestion=around 0.88, Setup WS post-layout=about 0.75 ns, Final Hold Fails=0, chip area estimate from yosys synthesis=~0.0031 mm², # placed instances=between 400 and 500, Final Skew=roughly 0.007 ns, Final setup viols=0, Achievable Freq=approximately 270 MHz, crit path DAT=between 2 and 3 ns, Tot GR Track Use=0.218, Final Core Density=0.709, combinational share of power=0.263, Die Y=81.0 µm, Initial DRT Pass Iterations=5, diode count=0, Worst R2R Path Depth=7, VDD IR max=345 µV, ANT nets after route=0, RSZ-0062 raised after global routing=false, OpenROAD warnings=roughly 60, synthesized area per cell=~12 µm², Seq pwr share=0.489, CTS tree=done, Via density=~5.3, clk slew on worst S/H paths=~0.080 ns, Worst setup SP type=flip-flop, cts bufs inserted=9, Leak=~1.5 nW, yosys warns=2, pin count of the biggest net entering global routing=23, total grt overflow=0, Std-Cell Rows=28, Slew Viols, Final=0, die width=slightly above 80 µm
## how the worst min path moves through the flow
stage	slack [ns]	cells after the start	to	startpoint
finish	0.44	0	buf_dout_r[10]	sdData_io[10]
global route	0.45	0	buf_dout_r[9]	sdData_io[9]
CTS	0.44	0	buf_dout_r[5]	sdData_io[5]
## Yosys cell counts, drive strengths merged (2+ instances only)
library cell / instances
edfxtp: 53
nor2: 24
dfxtp: 21
a21oi: 18
nand2: 15
o21ai: 15
clkbuf: 14
nor3: 11
a22o: 9
or3: 8
inv: 7
nand3: 6
nor2b: 6
mux2i: 5
nand2b: 5
and2: 4
nor4: 4
and3: 3
buf: 3
ha: 3
o31ai: 3
xnor2: 3
a211oi: 2
a21o: 2
nand3b: 2
o21a: 2
or3b: 2
## critical path, cell delays in order (launching register included)
cell             delay, ns
dfxtp_1               0.35
inv_1                 0.09
ha_1                  0.13
nor4b_1               0.49
and3_1                0.56
nand2_1               0.12
nor3_1                0.20
clkdlybuf4s50_1       0.49
## area by class of cell
cell class | count | share of cell area
flip-flops and latches | 74 | 0.476
multi-input cells | 168 | 0.241
repair buffers | 92 | 0.214
clock buffers | 10 | 0.0302
well taps | 75 | 0.0222
clock inverters | 6 | 0.00977
inverters | 7 | 0.00622
## per-layer routing
metal,part of all wire,track usage,vias to the layer above
li1,-,-,1154
met1,0.46,0.387,1046
met2,0.43,0.303,92
met3,0.093,0.0559,8
met4,0.015,0.0304,0
met5,0,0,-
## sequential cells by signal (all words and copies together) (netlist names)
signal,flops
buf_dout_r,16
sdData_io,16
addr_r,13
timer_r,12
refcnt_r,4
state_r,4
cmd_r,3
bank_r,2
cke_r,1
ready_r,1
sd_dqml_r,1
sd_dqmu_r,1
## power groups by stage
stage | sequential, mW | clock [mW] | combinational, mW
CTS | 0.891 | 0.463 | 0.478
global route | 0.902 | 0.496 | 0.541
finish | 0.891 | 0.452 | 0.478
## cells by family (layout without fill, tap and decap cells)
logic type               after synthesis  in the layout  synth area share
AND/OR/NAND/NOR                       96             96             0.161
AND-OR/OR-AND                         59             59             0.123
multiplexers                           5              5            0.0161
XOR/XNOR                               4              4            0.0112
other                                  1              1           0.00120
flip-flops                            74             74             0.645
adder cells (fa/ha/maj)                3              3            0.0120
buffers and inverters                 24            115            0.0301
No activity file was given, so power comes from the tool's default toggle rates.
